**flow/run.sh**
```bash
#!/bin/bash
# OpenROAD 26Q1-2900-gdf79404cd8, Yosys 0.63+post, stock flow scripts
make -C /OpenROAD-flow-scripts/flow DESIGN_CONFIG=/design/flow/config.mk WORK_HOME=/design/flow/orfs finish
```
**flow/config.mk**
```make
export PLATFORM = sky130hd
export DESIGN_NAME = IfIdReg
export DESIGN_NICKNAME = IfIdReg
export VERILOG_FILES = /design/flow/design.v
export SDC_FILE = /design/flow/constraint.sdc
export NUM_CORES = 4
export LEC_CHECK = 1
export CORE_UTILIZATION = 40
```
**flow/constraint.sdc**
```tcl
current_design IfIdReg

set clk_period 1.0
set clk_io_pct 0.2

create_clock -name clk0 -period $clk_period [get_ports {clk}]

set non_clock_inputs [all_inputs -no_clocks]
set_input_delay [expr $clk_period * $clk_io_pct] -clock clk0 $non_clock_inputs
set_output_delay [expr $clk_period * $clk_io_pct] -clock clk0 [all_outputs]
```
**flow/design.v**
```verilog
`timescale 1ps/1ps
module IfIdReg(
    clk,
    rst,
    IfPc,
    IfInst,
    IfFlush,
    IfIdWrite,
    IdPc,
    IdInst
);
input clk,
      rst,
      IfFlush,
      IfIdWrite;
input[31:0] IfPc,IfInst;
output reg[31:0] IdPc,IdInst;
always@(posedge clk,posedge rst)begin
    if(rst) begin
        IdPc = 32'b0;
        IdInst = 32'b00000100000000000000000000000000;
    end
    else begin
        if(IfFlush) begin
            IdPc = 32'b0;
            IdInst = 32'b00000100000000000000000000000000;
        end
        else begin
            if(IfIdWrite)begin 
                IdInst = IfInst;
                IdPc = IfPc;
            end
            else begin
                IdInst = IdInst;
                IdPc = IdPc;
            end
        end
    end
end
endmodule
```
==> results.json <==
{
  "status": "complete, but fails checks",
  "violations": "negative setup slack",
  "yosysSeqAreaShare_pct": 61.1,
  "critPathBufInv": 1,
  "gp_congestion": 0.776,
  "largest_area_cell": "dfrtp_1",
  "place_inst": 413,
  "cts_tree": "yes",
  "worstSetupPathType": "reg -> out",
  "avgSynthCellArea_um2": 12.7,
  "clockBufferDepth": 2,
  "tightestPinTransition_ns": 0.223,
  "grt_pass1_vias": 2031,
  "topCellsByArea": "dfrtp_1, mux2i_1, nor2_1, buf_8, buf_2",
  "hp-class": "in -> reg",
  "overflow": 0,
  "cp.required_ns": 0.80,
  "cp.arrival_ns": 0.93,
  "die_w_um": 83.0,
  "core_um2": 6350,
  "via_per_inst": 4.57,
  "pwr_density_cell_nw_per_um2": 1380,
  "dr_total_vias": 2021,
  "root_buffer": "clkbuf_8",
  "grt_usage_pct": 18.9,
  "yosysWarningCount": 1,
  "path_max_fanout": 2,
  "leakagePower_nw": 2.19,
  "ys_cells": 207,
  "clk_pin_slew_ns": 0.06,
  "crit_cells": 1,
  "warnings": 28,
  "synth_area_um2": 2630,
  "drt-pass1-iter-count": 4,
  "wl_per_cell_um": 13.9,
  "cp_cell_sequence": "buf_2",
  "port_buffers": 131,
  "ir_drop_v": 0.000852,
  "n_fill_cell": 490,
  "cts_max_level": 3,
  "layout-drive-gt1-share_pct": 29.6,
  "crit_path_end_kind": "output port",
  "stdcell_count": 442,
  "postRouteAntennaNets": 0,
  "post-route-min-period_ns": 1.13,
  "synth_top_flop_cell": "dfrtp_1",
  "synthCells": 207,
  "place_ws_ns": -0.151,
  "hold_viol": 0,
  "clock_sinks": 64,
  "ys_types": 11,
  "critPathLaunchType": "register",
  "worst_hold_path.num_cells": 2,
  "dr.first_iter.drc_count": 68,
  "max_cap_violations": 0,
  "rsz0062_at_grt": "true",
  "final_area_um2": 4060,
  "row_count": 29,
  "cts_hold_buffers": 0,
  "slew-limit-headroom_pct": 85.1,
  "n_antenna_cell": 0,
  "total_power_mw": 5.60,
  "logic_area_um2": 883,
  "synth-edff-count": 0,
  "slowest_delay_ns": 0.52,
  "drt-met1-wl_um": 2870,
  "clock_skew_ns": 0,
  "fmax_ghz": 0.888,
  "chip_area_um2": 6890,
  "yosys-stat-area_um2": 2630,
  "yosys.area.top_type_share_pct": 60.1,
  "setup_ws_ns": -0.126,
  "area_growth_pct": 54.5,
  "placed_cell_area_um2": 4100,
  "antenna_found_initial": 0,
  "wirelength_um": 6150,
  "floorplan.core_util_pct": 41.3,
  "flop_area_um2": 1600,
  "cp_slowest_cell": "dfstp_2",
  "wl_met2_um": 2710,
  "io_pins": 132,
  "setup_viol": 60,
  "final_max_slew_viol_count": 0,
  "numSynthFlops": 64,
  "crit_family": "flip-flops",
  "grt_max_degree": 36,
  "wl_met3_um": 411,
  "clk_latency_ns": 0.32,
  "ff2ff_path_depth": 2,
  "die_height_um": 83.0,
  "fin_crit_sh_pct": 113,
  "route.detailed.drc": 0,
  "synthTopCellsByCount": "dfrtp_1, mux2i_1, nor2_1",
  "dp_hpwl_um": 4230,
  "grt_pass1_wl_um": 10100,
  "cts_inserted_buffers": 9,
  "top_layer_used": "met4",
  "async_reset_ff_share_pct": 100
}
## flip-flops by register name, summed over array words and instances (netlist names)
| register | cells |
|---|---|
| IdInst | 32 |
| IdPc | 32 |
## worst paths after layout
kind / from / end / slack [ns]
min in group asynchronous: rst / IdPc[13]$_DFFE_PP0P_ / 0.28
min reg2reg: IdPc[24]$_DFFE_PP0P_ / IdPc[24]$_DFFE_PP0P_ / 0.51
min: IfFlush / IdPc[23]$_DFFE_PP0P_ / 0.20
max reg2reg: IdInst[26]$_DFFE_PP1P_ / IdInst[26]$_DFFE_PP1P_ / 0.16
max: IdInst[26]$_DFFE_PP1P_ / IdInst[26] / -0.13
max in group asynchronous: rst / IdInst[26]$_DFFE_PP1P_ / 0.50
## report_power, final
part           total, mW  switching [mW]  internal (mW)
Clock               1.89           0.895          0.991
Combinational      0.911           0.327          0.584
Sequential          2.80          0.0651           2.74
Total               5.60            1.29           4.31
## logic make-up after synthesis
kind of cell,synth area share [%]
buffers and inverters,5.29
DFF,61.1
and+or+nand+nor,9.29
AOI/OAI and AO/OA,0.334
muxes,24.0
## final cells by class
class,instances,area share [%]
clock buffers,12,3.82
clock inverters,1,0.123
inverters,1,0.185
multi-input cells,128,21.8
flip-flops and latches,64,39.5
well taps,77,2.38
repair buffers,159,32.2
## layer usage
layer | vias to the layer above | track usage [%]
li1 | 989 | -
met1 | 936 | 31.0
met2 | 80 | 27.4
met3 | 16 | 4.34
met4 | 0 | 3.92
met5 | - | 0
## repair_timing
item                       in CTS  in global routing
resized                       193                  0
cloned                          0                  0
buffers inserted                6                 10
setup endpoints to repair      64                 64
## through the flow
| step | TNS, ns | util (%) | hold WS (ns) |
|---|---|---|---|
| floorplan | 0 | - | 0.326 |
| global placement | -0.214 | 64.5 | 0.500 |
| detailed placement | -0.223 | 64.5 | 0.508 |
| CTS | -1.97 | 62.7 | 0.191 |
| global route | -3.04 | 63.9 | 0.209 |
| finish | -0.820 | 63.9 | 0.200 |
## placed cells by master (no fill, tap or decap), drive strengths merged
| cell | instances |
|---|---|
| clkinvlp | 1 |
| clkbuf | 12 |
| buf | 94 |
| clkinv | 1 |
| and2b | 1 |
| nor2 | 63 |
| clkdlybuf4s50 | 65 |
| mux2i | 63 |
| a211o | 1 |
| dfstp | 1 |
| dfrtp | 63 |
