$ cat flow/config.mk
export PLATFORM = sky130hd
export DESIGN_NAME = RegisterFile
export DESIGN_NICKNAME = RegisterFile
export VERILOG_FILES = /design/flow/design.v
export SDC_FILE = /design/flow/constraint.sdc
export NUM_CORES = 4
export LEC_CHECK = 1
export CORE_UTILIZATION = 50
$ cat flow/constraint.sdc
current_design RegisterFile

set clk_period 8.0
set clk_io_pct 0.2

create_clock -name clk0 -period $clk_period [get_ports {clk}]

set non_clock_inputs [all_inputs -no_clocks]
set_input_delay [expr $clk_period * $clk_io_pct] -clock clk0 $non_clock_inputs
set_output_delay [expr $clk_period * $clk_io_pct] -clock clk0 [all_outputs]
$ cat flow/design.v
`timescale 1ps/1ps
module RegisterFile(
    clk, 
    readReg1,
    readReg2, 
    writeReg, 
    writeData, 
    regWrite, 
    readData1, 
    readData2
    );
	input [4:0] readReg1, readReg2, writeReg;
	input [31:0] writeData;
	input regWrite, clk;
	output [31:0] readData1, readData2;
	reg [31:0]Registers[0:31];
	integer i;
	initial begin
        for(i = 0; i < 32; i = i+1)
            Registers[i] = 32'b0;
	end
	always @(negedge clk) begin
		if (regWrite) begin
            if (writeReg != 5'b0)
			    Registers[writeReg] = writeData;
		end
	end
	assign readData1 = Registers[readReg1];
	assign readData2 = Registers[readReg2];
endmodule
$ cat flow/run.sh
#!/bin/bash
# OpenROAD 26Q1-2900-gdf79404cd8, Yosys 0.63+post, stock flow scripts
make -C /OpenROAD-flow-scripts/flow DESIGN_CONFIG=/design/flow/config.mk WORK_HOME=/design/flow/orfs finish
==> load_flow_metrics.sql <==
-- generated from flow reports
INSERT INTO impl_metrics (metric_group, metric, value, unit) VALUES
('status', 'run_status', 'finished, final reports clean', ''),
('global_routing', 'grt_pass1_vias', '38100', ''),
('placement', 'post_dp_cell_area', '52200', 'um^2'),
('routing', 'drtPass1Iterations', '5', ''),
('timing', 'final.hold.worst_slack', '4.14', 'ns'),
('global_routing', 'grt_start_max_net_pins', '85', ''),
('placement', 'placement.io_buffers', '112', ''),
('global_routing', 'number_of_antenna_violations_at_the_first_check_in_global_routing', '3', ''),
('power', 'power.density_cell_area', '244', 'nW/um^2'),
('routing', 'drt_iter0_markers', '2284', ''),
('synthesis', 'synthesis.area', '48800', 'um^2'),
('timing', 'final-hold-violation-count', '0', ''),
('power', 'total_power', '15000', 'uW'),
('routing', 'detail_route.drc_violations', '0', ''),
('timing', 'max_slew.worst_pin.slew', '0.918', 'ns'),
('timing', 'unrepaired_setup_endpoints_after_global_routing', 'true', ''),
('synthesis', 'synthesis.area_per_instance', '14.4', 'um^2'),
('timing', 'timing_max_transition_violations_final', '0', ''),
('placement', 'dpl.hpwl', '85900', 'um'),
('global_routing', 'globalRouteOverflowTotal', '0', ''),
('synthesis', 'yosys_cells', '3387', ''),
('floorplanning', 'num_io_pins', '113', ''),
('timing', 'setup_viol_count_final', '0', ''),
('routing', 'vias_per_cell', '5.84', ''),
('finish', 'stdcell_area', '61400', 'um^2'),
('clocking', 'ctsHtreeMaxLevel', '3', ''),
('placement', 'dp_worst_setup_slack', '0.286', 'ns'),
('worst_setup_path', 'highest_cell_delay_on_the_worst_timing_path', '0.48', 'ns'),
('worst_setup_path', 'top_delay_family_on_crit_path', 'buffers and inverters', ''),
('finish', 'layout.core_utilization', '0.635', ''),
('worst_setup_path', 'critical_path.slowest_cell', 'clkdlybuf4s50_1', ''),
('floorplanning', 'std_cell_rows', '114', ''),
('floorplanning', 'fp.dieW', '314', 'um'),
('floorplanning', 'dieHeight', '314', 'um'),
('run', 'cap_viol_max_count', '0', ''),
('routing', 'ant_nets', '0', ''),
('timing', 'timing.final.ws_setup', '0.00286', 'ns'),
('floorplanning', 'dieArea', '98800', 'um^2'),
('clocking', 'root_buffer_cell', 'clkbuf_16', ''),
('power', 'max-vdd-ir-drop', '0.177', 'mV'),
('min_path', 'type_of_the_most_critical_hold_path', 'input pin to primary output', ''),
('clocking', 'worst_setup_hold_path_clk_slew', '0.03', 'ns'),
('power', 'p_leak', '0.0270', 'uW'),
('worst_setup_path', 'critPathKind', 'flop to primary output', ''),
('floorplanning', 'floorplanUtilization', '0.504', ''),
('worst_setup_path', 'setup.worst_path.end_class', 'primary output', ''),
('worst_setup_path', 'worstSetupStartpointType', 'flop', ''),
('synthesis', 'synth-area-yosys', '48800', 'um^2'),
('synthesis', 'synth_flops', '1024', ''),
('finish', 'post_route_cells_drive_above_1_share', '0.115', ''),
('synthesis', 'largest_area_cell', 'edfxtp_1', ''),
('worst_setup_path', 'timing.critical_path.buf_inv', '1', ''),
('clocking', 'clockBufferDepth', '3', ''),
('clocking', 'ctsHoldBuffers', '0', ''),
('global_routing', 'grt_pass1_wl', '218000', 'um'),
('finish', 'flip_flop_count_of_the_largest_register_all_copies_and_words_added', '1024', ''),
('finish', 'area.growth.synth_to_final', '25.9', '%'),
('run', 'total_number_of_warnings_across_the_stage_logs', '1030', ''),
('synthesis', 'register_share_after_synthesis', '0.631', ''),
('worst_setup_path', 'critPathRequiredTime', '6.40', 'ns'),
('min_path', 'min_delay_path_depth', '6', ''),
('clocking', 'cts_buffers', '113', ''),
('timing', 'tightest_slew_margin_relative_to_the_limit', '0.388', ''),
('synthesis', 'yosysUniqueCellTypes', '25', ''),
('worst_setup_path', 'worstPathMaxFanout', '2', ''),
('synthesis', 'synth_cells', '3387', ''),
('synthesis', 'portion_of_synthesized_cell_area_occupied_by_the_leading_cell_type', '0.631', ''),
('worst_setup_path', 'critical_path.cell_chain', 'mux2i_1 > a22o_1 > nor3_2 > a31oi_1 > nand3_1 > clkdlybuf4s50_1', ''),
('global_routing', 'groute.usage.overall', '0.332', '');
kinds of logic (layout without fill, tap and decap cells):
group                  after synthesis  in the layout  share of synthesized area
flip-flops                        1024           1024                      0.631
multiplexers                      1024           1024                      0.210
buffers and inverters              254           1514                     0.0316
other                                1             38                  0.0000769
AND-OR/OR-AND                      576            576                     0.0805
AND/OR/NAND/NOR                    508            508                     0.0471
power by group:
| part | internal [uW] | total (uW) | switching (uW) |
|---|---|---|---|
| Sequential | 6030 | 6070 | 32.2 |
| Combinational | 448 | 1200 | 747 |
| Clock | 4300 | 7690 | 3400 |
| Total | 10800 | 15000 | 4180 |
Yosys cell counts, drive strengths merged:
cell    count
a21oi     192
mux2i    1024
inv         1
clkbuf     75
or3         1
or2         2
nand2b      4
nand2     195
a22o      128
and2        2
buf       178
nor2       34
nand3     194
nor3       64
edfxtp   1024
a22oi     192
or3b        3
nor2b       4
conb        1
a31oi      64
nand3b      5
layer usage:
layer  vias to the layer above  track usage  part of all wire
met4                         8        0.150             0.036
met1                     16600        0.406              0.35
li1                      15800            -                 -
met5                         -       0.0290            0.0019
met2                      2130        0.445              0.45
met3                       291        0.255              0.16
worst max path at each step:
stage               startpoint             to  slack, ns  cells past startpoint
CTS           Registers[0][12]  readData2[12]      -0.09                      6
global route  Registers[2][17]  readData2[17]      -0.03                      6
finish        Registers[2][17]  readData2[17]      0.003                      6
cell type report:
type | count | area (um^2)
Clock buffer | 117 | 2930
Antenna cell | 6 | 15.0
Multi-Input combinational cell | 2140 | 17900
Fill cell | 6658 | 35300
Timing Repair Buffer | 278 | 3100
Clock inverter | 1119 | 5100
Tap cell | 1276 | 1600
Sequential cell | 1024 | 30700
worst min-delay path, delay by kind of cell:
family	cells	cell delay (ns)
muxes	1	0.20
and+or+nand+nor	3	0.27
buffers and inverters	2	0.37
through the flow:
stage	std cells	TNS (ns)
floorplan	3418	-3.52
CTS	5946	-0.713
global placement	4714	0
global route	5959	-0.0898
detailed placement	4714	0
finish	5960	0
layout by cell type, fill, tap and decap left out, drive strengths merged:
cell type	count
a21oi	192
a22o	128
a22oi	192
a31oi	64
and2	2
buf	168
bufinv	30
clkbuf	117
clkdlybuf4s50	62
clkinv	6
clkinvlp	22
conb	32
diode	6
dlygate4sd2	17
dlymetal6s2s	31
edfxtp	1024
inv	1061
mux2i	1024
nand2	195
nand2b	4
nand3	194
nand3b	5
nor2	34
nor2b	4
nor3	64
or2	2
or3	1
or3b	3
timing repair:
action | 4_1_cts | 5_1_grt
gates resized | 142 | 78
buffers inserted | 0 | 9
endpoints found under the setup margin | 57 | 47
pin swaps | 19 | 63
Power is estimated from default activity; no workload was simulated.
