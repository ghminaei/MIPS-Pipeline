==> flow/run.sh <==
#!/bin/bash
# OpenROAD 26Q1-2900-gdf79404cd8, Yosys 0.63+post, stock flow scripts
make -C /OpenROAD-flow-scripts/flow DESIGN_CONFIG=/design/flow/config.mk WORK_HOME=/design/flow/orfs finish
==> flow/config.mk <==
export PLATFORM = sky130hd
export DESIGN_NAME = IdExeReg
export DESIGN_NICKNAME = IdExeReg
export VERILOG_FILES = /design/flow/design.v
export SDC_FILE = /design/flow/constraint.sdc
export NUM_CORES = 4
export LEC_CHECK = 1
export CORE_AREA = 10 10 154 154
export DIE_AREA = 0 0 164 164
==> flow/constraint.sdc <==
current_design IdExeReg

set clk_period 1.0
set clk_io_pct 0.2

create_clock -name clk0 -period $clk_period [get_ports {clk}]

set non_clock_inputs [all_inputs -no_clocks]
set_input_delay [expr $clk_period * $clk_io_pct] -clock clk0 $non_clock_inputs
set_output_delay [expr $clk_period * $clk_io_pct] -clock clk0 [all_outputs]
==> flow/design.v <==
`timescale 1ps/1ps
module IdExeReg(
    clk,
    rst,
    IdWb,
    IdM,
    IdEx,
    IdReadD1,
    IdReadD2,
    IdAdr,
    IdRt,
    IdRd,
    IdRs,
    ExWb,
    ExM,
    ExEx,
    ExReadD1,
    ExReadD2,
    ExAdr,
    ExRt,
    ExRd,
    ExRs
);
input rst,clk;
input[1:0] IdWb;
input[1:0] IdM;
input[4:0] IdEx , IdRs , IdRd, IdRt;
input[31:0] IdReadD1,IdReadD2,IdAdr;
output reg[1:0] ExWb;
output reg[1:0] ExM;
output reg[4:0] ExEx , ExRt , ExRd, ExRs;
output reg[31:0] ExReadD1,ExReadD2,ExAdr;
always@(posedge clk,posedge rst)begin
    if(rst) begin
        ExWb = 2'b0;
        ExM = 2'b0;
        ExEx = 5'b0;
        ExReadD1 = 32'b0;
        ExReadD2 = 32'b0;
        ExAdr = 32'b0;
        ExRt = 5'b0;
        ExRd = 5'b0;
        ExRs = 5'b0;
        end
    else begin
        ExWb = IdWb;
        ExM = IdM;
        ExEx = IdEx;
        ExReadD1 = IdReadD1;
        ExReadD2 = IdReadD2;
        ExAdr = IdAdr;
        ExRt = IdRt;
        ExRd = IdRd;
        ExRs = IdRs;
        end
end
endmodule
==> impl_metrics.ini <==
; synthesis and place-and-route metrics
[run_status]
status = finished, violations left
violations = negative setup slack

[setup_path]
crit_end = ExAdr[27]
endpoint_kind = output pin
critPathArrivalTime_ns = 0.89
cp_cell_sequence = buf_2
critPathSlowestCell = dfrtp_1
required_ns = 0.80
critical_path.startpoint_type = flip-flop
critPathMaxStageDelay_ns = 0.35
crit_type = flip-flop to output pin
crit_path_start = ExAdr[27]$_DFF_PP0_
crit_buf_inv = 1
cp_max_fo = 1
cp.depth = 1
path_delay_family = flip-flops

[layout]
final_area_sq_um = 5919
layout_top_cell = clkdlybuf4s50_1
comb_cells = 0
fin_util_pct = 29.16
n_fill_cell = 2072
lay_top_cells = clkdlybuf4s50_1 (121), dfrtp_1 (120), buf_2 (120)
flop_area_sq_um = 3003
comb_area_sq_um = 0
synthToLayoutAreaGrowth_pct = 96.88
drive_above_1_share_pct = 41.22
fin_cells = 680

[sta]
timing.final.ws_setup_ns = -0.08606
slew_viol_final = 0
fmax_mhz = 920.8
maxSlewHeadroom_pct = 88.34
holdWs_ns = 0.1744
post-route-min-period_ns = 1.086
final_hold_viol_count = 0
setup_viol_count_final = 120
finalCritPeriodShare_pct = 108.6
worst_slew_pin_slew_ns = 0.1749
rsz0062_at_grt = yes

[detailed_routing]
drt_iter0_drc = 51
antenna_cells = 0
via_per_inst = 3.025
wl_mm = 10.27
wl_per_cell_microns = 15.10
drt_pass1_iterations = 4
vias = 2057
ant_nets = 0
route.detailed.drc = 0

[run]
tool_warnings = 28
drv_cap = 0

[yosys]
synth.area.top_cells = dfrtp_1 (100%), inv_1 (0.12%)
synthCells = 121
ys.flops = 120
synth.avg_cell_area_sq_um = 24.85
ys_chip_area_sq_um = 3007
netlist.area_leader.share_pct = 99.88
yosys.area.top_type = dfrtp_1
synth_stat.cells = 121
ys_seq_share_pct = 99.88
ys.warnings.count = 1
yosysUniqueCellTypes = 2
synth_area_sq_um = 3007

[global_route]
grt_max_degree = 25
gr-total-overflow = 0
grt_pass1_vias = 2299
antenna_found_initial = 0
grt_pass1_wl_mm = 14.74
grt_usage_pct = 7.266

[floorplanning]
fp-row-count = 52
die_x_microns = 164
initial_utilization_pct = 14.81
die-area_sq_um = 26900
die_height_microns = 164
core_sq_um = 20300
io_pins = 242

[clocking]
clk_pin_slew_ns = 0.05
cts_max_path_buffers = 2
numCtsBuffers = 17
cts.htree.levels = 4
clock-sinks = 120
cts_hold_buf = 0
cts_tree = built
root_buffer = clkbuf_16

[power]
powerDensity_nw_per_um2 = 2054
leakagePower_nw = 2.723
peakVddDrop_mv = 0.9962

[placed_design]
port_buffers = 241
gp_congestion = 0.7988
dp_hpwl_mm = 8.385
dp.cells = 648
post-place-ws_ns = -0.02466
place_area_sq_um = 5918

[min_path]
hp-class = primary input to async pin
worst min-delay path, stage by stage:
cell,delay (ns)
clkdlybuf4s50_1,0.44
clkinvlp_4,0.11
buf_4,0.16
per-stage QoR:
step	TNS [ns]	total power, W
detailed placement	-0.03390	0.006367
global placement	-0.03185	0.006362
CTS	-12.07	0.01248
finish	-7.786	0.01216
floorplan	-80.32	0.005256
global route	-14.50	0.01279
state kept, by name, indices dropped and copies added (netlist names):
| register | cells |
|---|---|
| ExRd | 5 |
| ExAdr | 32 |
| ExReadD1 | 32 |
| ExReadD2 | 32 |
| ExRs | 5 |
| ExM | 2 |
| ExEx | 5 |
| ExWb | 2 |
| ExRt | 5 |
per-layer routing:
metal	vias up	wire length [microns]	GRT usage [%]
met5	-	0	0
met4	0	168	1.503
met3	10	1491	4.600
met2	147	4875	11.43
met1	966	3733	8.289
li1	934	-	-
synthesized netlist by cell type:
master   instances
dfrtp_1        120
inv_1            1
power by group:
part           total (W)  internal (W)  switching (W)
logic           0.000846      0.000620       0.000226
clock network    0.00616       0.00381        0.00236
registers        0.00515       0.00510      0.0000493
area by class of cell:
cell class | instances | share of cell area [%]
clock buffer | 18 | 7.419
clock inverter | 14 | 2.748
inverter | 1 | 0.1268
sequential | 120 | 50.73
tap | 270 | 5.707
timing repair buffer | 257 | 33.27
kinds of logic (layout without fill, tap and decap cells):
kind of cell	Yosys count	count (layout)	share of synthesized area [%]
buf+inv	1	290	0.1247
flops	120	120	99.88
worst min path at each step:
stage,cells past startpoint,end
CTS,3,ExReadD1[4]$_DFF_PP0_
global route,3,ExReadD1[4]$_DFF_PP0_
finish,3,ExReadD1[4]$_DFF_PP0_
timing repair:
item / in CTS / in global routing
hold endpoints to repair: 0 / 0
setup buffers: 0 / 0
endpoints found under the setup margin: 120 / 120
resized: 374 / 0
cloned: 0 / 0
Power figures rest on the tool's default switching activity, not on a simulated workload.
